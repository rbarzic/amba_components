==> /design/flow/design.v <==
module ahb_to_ssram ( 
   HREADYOUT, HRDATA, HRESP, ahb_sram_addr, ahb_sram_en, ahb_sram_enb,
   ahb_sram_wb, ahb_sram_we, ahb_sram_din,
   HCLK, HRESETn, HSEL, HADDR, HTRANS, HSIZE, HWRITE, HWDATA, HREADY,
   sram_ahb_dout
   );
   parameter AW = 12;
localparam AMBA_AHB_HTRANS_IDLE    = 2'b00;
localparam AMBA_AHB_HTRANS_BUSY    = 2'b01;
localparam AMBA_AHB_HTRANS_NON_SEQ = 2'b10;
localparam AMBA_AHB_HTRANS_SEQ     = 2'b11;
localparam AMBA_AHB_HSIZE_8BITS      = 3'b000;
localparam AMBA_AHB_HSIZE_16BITS     = 3'b001;
localparam AMBA_AHB_HSIZE_32BITS      = 3'b010;
localparam AMBA_AHB_HSIZE_64BITS      = 3'b011;
localparam AMBA_AHB_HSIZE_128BITS    = 3'b100;
localparam AMBA_AHB_HSIZE_256BITS    = 3'b101;
localparam AMBA_AHB_HSIZE_512BITS    = 3'b110;
localparam AMBA_AHB_HSIZE_1024BITS   = 3'b111;
   localparam AHB_ADDRESS_PHASE = 1;
   localparam AHB_DATA_PHASE    = 2;
   localparam AHB_IDLE_PHASE    = 0;
   input  wire HCLK;     
   input  wire HRESETn;  
   input  wire HSEL;     
   input  wire [AW-1:0] HADDR;    
   input  wire [1:0]    HTRANS;   
   input  wire [2:0]    HSIZE;    
   input  wire          HWRITE;   
   input  wire [31:0]   HWDATA;   
   input  wire          HREADY;   
   output reg           HREADYOUT;  
   output wire [31:0]   HRDATA;     
   output wire          HRESP;      
   output [AW-1:0]      ahb_sram_addr;
   output               ahb_sram_en;
   output [3:0]         ahb_sram_enb;
   output [3:0]         ahb_sram_wb;
   output               ahb_sram_we;
   input [31:0]         sram_ahb_dout;
   output [31:0]        ahb_sram_din;
   reg [3:0]           byte_sel_a;
   reg [3:0]           byte_sel_r;
   reg data_phase_r;
   reg write_en_r;
   reg [AW-1:0] haddr_r;
   reg                  seq_cycle;
   reg                  nonseq_cycle;
   reg                  busy_cycle;
   reg                  idle_cycle;
   always @* begin
      seq_cycle = 0;
      nonseq_cycle = 0;
      busy_cycle   = 0;
      idle_cycle   = 0;
      case(HTRANS[1:0])
        AMBA_AHB_HTRANS_SEQ : begin
           seq_cycle = 1'b1;
        end
        AMBA_AHB_HTRANS_NON_SEQ : begin
           nonseq_cycle = 1'b1;
        end
        AMBA_AHB_HTRANS_BUSY : begin
           busy_cycle = 1'b1;
        end
        AMBA_AHB_HTRANS_IDLE : begin
           idle_cycle = 1'b1;
        end
      endcase
   end
   assign active_cycle = seq_cycle || nonseq_cycle;
   assign read_valid  = active_cycle & HSEL & HREADY & (~HWRITE);
   assign write_valid = active_cycle & HSEL & HREADY & HWRITE;
   assign rw_cycle = read_valid | write_valid;
   always @( HADDR or HSIZE or rw_cycle) begin
      byte_sel_a = 4'b1111;
      if (rw_cycle) begin
         case(HSIZE[2:0])
           AMBA_AHB_HSIZE_8BITS : begin
              case(HADDR[1:0])
                0 : begin
                   byte_sel_a = 4'b0001;
                end
                1 : begin
                   byte_sel_a = 4'b0010;
                end
                2 : begin
                   byte_sel_a = 4'b0100;
                end
                3 : begin
                   byte_sel_a = 4'b1000;
                end
                default: begin
                end
              endcase
           end
           AMBA_AHB_HSIZE_16BITS : begin
              byte_sel_a = HADDR[1] ? 4'b1100 : 4'b0011;
           end
           AMBA_AHB_HSIZE_32BITS : begin
              byte_sel_a = 4'b1111;
           end
           default: begin
              byte_sel_a = 4'b1111;
           end
         endcase
      end
   end
   always @(posedge HCLK or negedge HRESETn) begin
      if(HRESETn == 1'b0) begin
         byte_sel_r <= 4'h0;
         haddr_r <= {AW{1'b0}};
         write_en_r <= 1'h0;
      end
      else begin
         if(HREADY && HREADYOUT) begin
            byte_sel_r <= byte_sel_a;
            write_en_r <= write_valid;
            haddr_r    <= HADDR;  
         end
      end
   end
   always @(posedge HCLK or negedge HRESETn) begin
      if(HRESETn == 1'b0) begin
         HREADYOUT <= 1'b1;
      end
      else begin
         HREADYOUT <= !(write_en_r & read_valid);
      end
   end
   assign ahb_sram_addr = write_en_r ? haddr_r : HADDR;
   assign ahb_sram_en   = read_valid | write_en_r;
   assign ahb_sram_we   = write_en_r;
   assign ahb_sram_wb  = byte_sel_r & {4{write_en_r}};
   assign ahb_sram_enb = byte_sel_r & {4{ahb_sram_en}};
   assign ahb_sram_din = HWDATA;
   assign HRDATA  = sram_ahb_dout;
   assign HRESP     = 1'b0;
endmodule  
==> /design/flow/run.sh <==
#!/bin/bash
# OpenROAD 26Q1-2900-gdf79404cd8, Yosys 0.63+post, stock flow scripts
make -C /OpenROAD-flow-scripts/flow DESIGN_CONFIG=/design/flow/config.mk WORK_HOME=/design/flow/orfs finish
==> /design/flow/config.mk <==
export PLATFORM = sky130hd
export DESIGN_NAME = ahb_to_ssram
export DESIGN_NICKNAME = ahb_to_ssram
export VERILOG_FILES = /design/flow/design.v
export SDC_FILE = /design/flow/constraint.sdc
export NUM_CORES = 4
export LEC_CHECK = 1
export CORE_AREA = 10 10 93 93
export DIE_AREA = 0 0 103 103
==> /design/flow/constraint.sdc <==
current_design ahb_to_ssram

set clk_period 1.7
set clk_io_pct 0.2

create_clock -name clk0 -period $clk_period [get_ports {HCLK}]

set non_clock_inputs [all_inputs -no_clocks]
set_input_delay [expr $clk_period * $clk_io_pct] -clock clk0 $non_clock_inputs
set_output_delay [expr $clk_period * $clk_io_pct] -clock clk0 [all_outputs]
==> Changelog: implementation <==
## Implementation

* Switching Share at 0.234
* Pre-antenna DRT Iters at 2
* Number of DRC violations after detailed routing at 0
* Clock Power Share at 0.307
* Share of cells above drive strength 1 at 0.577
* RSZ-0062 raised after global routing: yes
* Die Footprint at 0.0106 mm^2
* Final core utilization at 0.267
* Clock tree root buffer cell: clkbuf_8
* Inserted Clock Buffers at 3
* Via-per-instance ratio at 3.87
* Number of antenna violations at the first check in global routing at 0
* Post-synthesis register bit count at 18
* Worst slack at placement at -0.375 ns
* Routed via count at 886
* Fraction of the cycle the final worst path needs at 1.00
* Arrival time at the worst endpoint at 1.37 ns
* Distinct lib cells used at 23
* Maximum achievable frequency at 586 MHz
* Pin count of the biggest net entering global routing at 19
* Most numerous logic cells after layout: clkdlybuf4s50_1, dfrtp_1, buf_2
* Final number of setup-violating endpoints at 3
* Yosys warning count at 5
* Leakage dissipation at 0.838 nW
* Final count of hold timing violations at 0
* Post-detail-place hpwl at 2430 um
* Launching element type of the critical path: flop
* Post-layout power at 0.00117 W
* Cell internal pwr at 0.000899 W
* Row cnt at 30
* Hold-fix buffer count after cts at 0
* Post-detailed-route wirelength per cell at 14.5 um
* Antenna cells at 0
* Status: complete, but fails checks
* Clock skew after layout at 0.00438 ns
* Post-synthesis instance area at 0.00149 mm^2
* Effective utilization at floorplan at 0.220
* Chip height at 103 um
* Critical Setup Path Class: flop to output port
* Part of the power in registers at 0.418
* Register area share after synthesis at 0.304
* Number of port buffers at 43
* Crit path required time at 1.36 ns
* Number of DRC markers in iteration 0 at 14
* Number of top-level pins at 174
* Yosys stat cell total at 142
* Design area at 0.00181 mm^2
* Clock transition at the register clock pins on the worst setup and hold paths after CTS at 0.08 ns
* TritonCTS Sinks at 18
* Number of pins exceeding their max-slew limit in the final report at 0
* CTS tree: yes
* Worst VDD drop at 251 uV
* Min Tclk post-route at 1.71 ns
* Hold_ws at 0.413 ns
* Share of total power in combinational logic at 0.275
* Final setup slack of the worst path at -0.00577 ns
* Clk buf depth at 2
* Placed inst area at 0.00162 mm^2
* Width of the chip at 103 um
* Power Density at 649 mW/mm^2
* Total GRT Usage at 0.0614
* Area growth, synth to finish at 21.7%
* Worst-Skew Late Latency at 0.26 ns
* GRT Residual Overflow at 0
* Placer congestion estimate at 0.835
* Synth Instances at 142
* Wire length of the first global-routing pass at 5050 um
* Avg Synthesized Cell Area at 10.5 um^2
* Violated checks: setup timing
* Warning total across the stage logs at 28
* Overall routed net length at 3320 um
* Core region area at 0.00676 mm^2
* Yosys chip area at 0.00149 mm^2
* CTS HTree Levels at 1
* Power spent charging and discharging nets at 0.000275 W
* MaxCap Viol Count at 0
* Most frequent logic cell in the layout: clkdlybuf4s50_1
* Final antenna-violating net count at 0
* Worst-path maximum fanout at 6
* Hold/Removal Path Class: input pin to async pin
* Via count of the first global-routing pass at 975
* Critical path capture point type: output port
timing repair:
action	4_1_cts	5_1_grt
resized	86	9
setup endpoints to repair	21	18
buffers inserted	15	1
pin swaps	2	0
gates cloned	1	0
critical path, cell delays in order, from the launching register on:
cell and delay, ns:
dfrtp_2 0.45, buf_12 0.15, buf_6 0.11, mux2_4 0.28
buf_2 0.12
per-layer routing:
metal	wire length (um)	vias to the layer above	part of all wire	GRT usage
met5	0	-	0	0
met4	92	0	0.028	0.0257
met3	336	18	0.10	0.0291
met2	1540	39	0.46	0.0926
met1	1350	417	0.41	0.0734
li1	-	412	-	-
final timing paths:
| path | startpoint | endpoint | slack [ns] | depth (start not counted) |
|---|---|---|---|---|
| max | write_en_r$_DFFE_PN0P_ | ahb_sram_addr[11] | -0.006 | 4 |
| min | HRESETn | haddr_r[10]$_DFFE_PN0P_ | 0.41 | 2 |
| max reg2reg | HREADYOUT$_DFF_PN1_ | haddr_r[7]$_DFFE_PN0P_ | 0.45 | 3 |
| min reg2reg | haddr_r[1]$_DFFE_PN0P_ | haddr_r[1]$_DFFE_PN0P_ | 0.48 | 2 |
| max in group asynchronous | HRESETn | HREADYOUT$_DFF_PN1_ | 1.02 | 2 |
| min in group clk0 | haddr_r[1]$_DFFE_PN0P_ | haddr_r[1]$_DFFE_PN0P_ | 0.48 | 2 |
synth_stat cells:
cell type	number	area, um^2
a21boi_0	1	7.51
a21oi_1	1	5.00
a31o_2	1	8.76
and2_1	4	25.0
and4b_1	1	10.0
buf_4	65	488
buf_6	3	33.8
clkbuf_8	1	13.8
conb_1	1	3.75
dfrtp_1	17	425
dfstp_2	1	26.3
inv_1	1	3.75
mux2_2	12	135
mux2_4	11	165
nand2_1	8	30.0
nand2_2	1	6.26
nand3_1	2	10.0
nor2_1	1	3.75
nor2_2	1	6.26
nor2b_1	4	25.0
o211ai_1	2	15.0
o21ai_0	1	5.00
o311ai_2	2	32.5
state kept, by name, summed over array words and instances, names as in the netlist:
name / flops
write_en_r: 1
byte_sel_r: 4
HREADYOUT: 1
haddr_r: 12
area by class of cell:
| type | count | area, um^2 |
|---|---|---|
| Clock buffer | 4 | 55.1 |
| Fill cell | 712 | 4950 |
| Inverter | 1 | 3.75 |
| Multi-Input combinational cell | 54 | 523 |
| Sequential cell | 18 | 453 |
| Tap cell | 80 | 100 |
| Timing Repair Buffer | 72 | 672 |
cells by family after synthesis:
| family | Yosys count | synth area share |
|---|---|---|
| AND-OR/OR-AND | 8 | 0.0497 |
| buffers and inverters | 70 | 0.363 |
| flip-flops | 18 | 0.304 |
| multiplexers | 23 | 0.202 |
| other | 1 | 0.00252 |
| AND/OR/NAND/NOR | 22 | 0.0783 |
metrics by stage:
step,std cells,TNS [ns]
after floorplan,142,0
final,229,-0.00974
after detailed placement,209,-2.79
after CTS,228,-0.289
after global routing,229,-0.736
after global placement,209,-2.76
power groups by stage:
stage         Sequential (W)  Combinational (W)  Clock (W)
finish              0.000490           0.000323   0.000360
CTS                 0.000491           0.000321   0.000384
global route        0.000496           0.000354   0.000400
No activity file was given, so power comes from the tool's default toggle rates.
